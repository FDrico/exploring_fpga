File: config.mk
export PLATFORM = sky130hd
export DESIGN_NAME = bcd_digit
export DESIGN_NICKNAME = bcd_digit
export VERILOG_FILES = /design/flow/design.v
export SDC_FILE = /design/flow/constraint.sdc
export NUM_CORES = 4
export LEC_CHECK = 1
export CORE_AREA = 10 10 70 70
export DIE_AREA = 0 0 80 80
File: constraint.sdc
current_design bcd_digit

set clk_period 2.4
set clk_io_pct 0.2

create_clock -name clk0 -period $clk_period [get_ports {clk}]

set non_clock_inputs [all_inputs -no_clocks]
set_input_delay [expr $clk_period * $clk_io_pct] -clock clk0 $non_clock_inputs
set_output_delay [expr $clk_period * $clk_io_pct] -clock clk0 [all_outputs]
File: design.v
`timescale 1ns / 1ps
module bcd_digit
    #(
        parameter modulus = 10  
    )
    (
    input clk,
    input carry_in,
    output [$clog2(modulus):0] digit,  
    output carry_out  
    );
    reg digit = 0;
    assign carry_out = carry_in && digit == modulus - 1;
    always @(posedge clk)
        if (carry_in)
            if (carry_out)
                digit <= 0;
            else
                digit <= digit+1;  
endmodule
File: run.sh
#!/bin/bash
# OpenROAD 26Q1-2900-gdf79404cd8, Yosys 0.63+post, stock flow scripts
make -C /OpenROAD-flow-scripts/flow DESIGN_CONFIG=/design/flow/config.mk WORK_HOME=/design/flow/orfs finish
==> Changelog: implementation <==
## Flow update

- Status: complete, no violations
- Vias/cell: 2.531
- H-tree depth: 1
- First-pass iteration count of the detailed router: 4
- Logic area: 128.9 um^2
- Placed Area: 425.4 um^2
- Max-area cell share: 53.10%
- Fill count: 404
- FF-to-FF path depth: 4
- Synthesis area per yosys: 282.8 um^2
- Die area: 0.006400 mm^2
- Tot Pwr: 0.2768 mW
- Synth Seq Share: 53.10%
- Post-route clock period utilization: 92.93%
- Post-DR wirelength/cell: 7.951 um
- TritonCTS buffer count: 3
- DRC viols: 0
- Post-synth EDFFs: 5
- Worst hold path cell count: 1
- Initial antenna violation count: 0
- Clk slew on worst S/H paths: 40 ps
- Final WS setup: 169.6 ps
- Crit. End Element: primary output
- Cell type with the largest total area: edfxtp_1
- Final WL: 644 um
- FF-to-FF Start: digit[0]
- Total grt overflow: 0
- Setup crit start kind: input port
- Synthesis-to-finish area growth: 59.73%
- RSZ-0062 raised after global routing: no
- Slew HR: 83.64%
- Max-cap violations: 0
- Die y size: 80 um
- Fin area: 451.7 um^2
- # diodes: 0
- Hold Buf Count CTS: 0
- Worst hold margin: 605.1 ps
- Clock Latency Late Sink: 240 ps
- Setup-failing EPs final: 0
- Vias in the first global route: 214
- Clock Root Buffer: clkbuf_4
- Synth warn: 1
- Max Fclk: 448.4 MHz
- Post-synth top cells: edfxtp_1, a21oi_1, ha_1, xnor2_1
- Critical path arrival: 1750 ps
- Starting Density: 8.278%
- Syn Std Cell Area: 282.8 um^2
- Worst hold path type: flip-flop to flip-flop
- Mean Syn Cell Area: 12.85 um^2
- CP required: 1920 ps
- Biggest regs: digit: 5 flops
- Min Tclk post-route: 2230 ps
- Cell count listed in synth_stat.txt: 22
- Largest net degree at the start of global routing: 8
- Worst slew pin tran: 245.4 ps
- CTS max path bufs: 2
- Detailed-route via count: 205
- Layout cells sized above 1: 25.71%
- Flops after synth: 5
- Top Ports: 8
- Tot GR Track Use: 2.027%
- Cell with the most instances after synthesis: edfxtp_1
- DRT iter0 DRCs: 9
- TritonCTS Sinks: 5
- Buffers on Ports: 7
- DRT antenna net count: 0
- Pre-CTS setup slack: 151.0 ps
- Max FO, Critical Path: 2
- Leak pwr: 0.1565 nW
- Post-synth ARST share: 0%
- Post-CTS sizing: 0
- Final HPWL from detailed placement: 499.3 um
- Cell variety after synth: 14
- Final Hold Vio Count: 0
- CTS tree: yes
- Final slew viol count: 0
- Largest register FFs: 5
- Synthesized instance count: 22
- Top cells by area: edfxtp_1, ha_1, xnor2_1
- First-pass GRT wire length: 1014 um
- GP Congestion: 0.7250
- Power density cells: 612.7 mW/mm^2
- Total Neg Setup Slack: 0 ps
- OpenROAD warning count: 26
- Critical path startpoint: carry_in
- Peak VDD IR: 0.1408 mV
- Setup Skew: 4.178 ps
- HP Start: digit[4]
- Reg with most FFs: digit
- Top_reg_cell synth: edfxtp_1
- Placement row count: 21
- Die X: 80 um
- Setup bufs post-CTS: 0
- Register area: 150.1 um^2
- CP Class: input port to primary output
- Core box area: 0.003416 mm^2
cell usage in the layout (no fill, tap or decap), drive strengths merged:
master / count
o221ai: 1
ha: 2
nand3: 1
a21oi: 3
nor2b: 1
nand2b: 1
nand2: 1
clkbuf: 4
clkdlybuf4s50: 7
buf: 2
and2: 2
inv: 1
nand4b: 1
xnor2: 2
edfxtp: 5
and3b: 1
per-stage QoR:
stage	instances	util, %
after floorplan	22	-
after global placement	77	12.45
after detailed placement	77	12.45
after CTS	81	13.22
after global routing	81	13.22
final	81	13.22
area by class of cell:
class	instances	area share, %
Clock buffer	4	5.817
Inverter	1	0.8310
Multi-Input combinational cell	16	28.53
Sequential cell	5	33.24
Tap cell	46	12.74
Timing Repair Buffer	9	18.84
layer usage:
| layer | track usage [%] | part of all wire [%] |
|---|---|---|
| met4 | 0.7042 | 1.1 |
| met5 | 0 | 0 |
| met3 | 1.477 | 11 |
| met1 | 3.315 | 59 |
| met2 | 1.685 | 29 |
cells by family after synthesis:
logic type	count (synthesis)	share of synthesized area (%)
AOI/OAI and AO/OA	4	10.62
adders and majority gates	2	8.848
xor gates and xnor gates	2	6.196
buffers and inverters	1	1.326
DFF	5	53.10
and+or+nand+nor	8	19.91
critical path, stage by stage:
cell	delay [ps]
clkdlybuf4s50_1	470
and3b_2	200
and2_2	140
clkdlybuf4s50_1	450
where the power goes:
group / leakage (nW) / internal, mW / total, mW / switching (mW)
Sequential: 0.0492 / 0.111 / 0.125 / 0.0138
Clock: 0.0150 / 0.0629 / 0.0980 / 0.0351
Combinational: 0.0923 / 0.0361 / 0.0535 / 0.0174
worst paths after layout:
kind | endpoint | slack (ps)
worst max-delay path | carry_out | 170
worst min-delay path | digit[4] | 610
worst max register to register | digit[3] | 1050
worst min register to register | digit[4] | 610
Power is estimated from default activity; no workload was simulated.
