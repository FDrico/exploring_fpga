==> config.mk <==
export PLATFORM = sky130hd
export DESIGN_NAME = model
export DESIGN_NICKNAME = model
export VERILOG_FILES = /design/flow/design.v
export SDC_FILE = /design/flow/constraint.sdc
export NUM_CORES = 4
export LEC_CHECK = 1
export CORE_UTILIZATION = 30
==> constraint.sdc <==
current_design model

set clk_period 23.7
set clk_io_pct 0.2

create_clock -name clk0 -period $clk_period [get_ports {clk}]

set non_clock_inputs [all_inputs -no_clocks]
set_input_delay [expr $clk_period * $clk_io_pct] -clock clk0 $non_clock_inputs
set_output_delay [expr $clk_period * $clk_io_pct] -clock clk0 [all_outputs]
==> design.v <==
`timescale 1ns/1ns
module model
  #(
    parameter ms_limit = 100000
    )
  (
   input clk,
   output reg [7:0] seconds
   );
  integer counter = 0;
  always @(posedge clk)
    counter <= counter+1;
  always @(posedge clk) begin
    seconds <= counter / (ms_limit * 1000);
  end
endmodule
==> run.sh <==
#!/bin/bash
# OpenROAD 26Q1-2900-gdf79404cd8, Yosys 0.63+post, stock flow scripts
make -C /OpenROAD-flow-scripts/flow DESIGN_CONFIG=/design/flow/config.mk WORK_HOME=/design/flow/orfs finish
==> impl_metrics.yaml <==
# generated from flow reports
run_status:
  outcome: "completed"
worst_setup_path:
  crit_start: "counter[10]"
  required_ps: 23850
  rr_startpoint: "counter[10]"
  endpoint_kind: "register"
  cp.arrival_ps: 8280
  path_max_fanout: 16
  worstSetupStartpointType: "register"
  critical_path_class: "reg -> reg"
  crit_slowest_cell: "nor4_4"
  max_stage_delay_ps: 580
floorplanning:
  rows: 47
  dieArea_mm2: 0.0176
  fp.dieH_um: 133
  io_pins: 9
  core_region_area_mm2: 0.0166
  floorplan.die.width_um: 133
  fp_util_pct: 30.8
global_route:
  met3_usage_pct: 1.41
  grt_antenna_before_repair: 0
  grtUsageMet2_pct: 24.8
  grt_max_degree: 46
  grt-ovfl-total: 0
  grt_use_met1_pct: 24.4
  grt_pass1_wl_um: 22800
  track_usage_pct: 15.8
  grt_busiest_layer: "met2"
  grt_pass1_vias: 4470
clock_tree:
  cts_made_buffers: 5
  post_cts_buffers: 0
  cts_resized: 0
  cts.hold.buffers_added: 0
  path_clk_slew_ps: 60
  cts_max_level: 2
  cts_sinks: 40
  cts_buffer_depth: 2
  clkLatencyLatePin_ps: 280
  cts_tree: "done"
  root_buffer: "clkbuf_16"
synthesis:
  top_cells_by_count: "63 x xnor2_1, 54 x nand2_1, 54 x nor2_1, 40 x dfxtp_1, 37 x nand3_1"
  fa_ha_area_share_pct: 0.952
  synth_area_mm2: 0.00512
  syn_avg_cell_area_um2: 7.56
  edf_count: 0
  synthCells: 678
  yosysWarningCount: 1
  yosysTopAreaCell: "dfxtp_1"
  ys_chip_area_mm2: 0.00512
  synth_flop_count: 40
  ys_sh_xor_pct: 15.9
  compound_area_share_pct: 29.9
  ys_sh_mux_pct: 1.46
  area_leaders: "dfxtp_1 16%, xnor2_1 11%, xor2_1 5.1%"
  simple_gate_share_pct: 31.8
  netlist_logic_family_top: "simple AND/OR/NAND/NOR gates"
  ys_types: 102
  ys_cells: 678
  top_cell_area_share_pct: 15.6
  top_cell: "xnor2_1"
  ys_async_sr_fraction_pct: 0
  synthFlopType: "dfxtp_1"
  synth_seq_share_pct: 15.6
worst_hold_path:
  hp-start: "counter[0]"
  hold_class: "reg -> reg"
pwr:
  clockPowerShare_pct: 48.3
  seq_power_share_pct: 51.7
  intPower_mw: 0.105
  p_comb_share_pct: 0
  peakVddDrop_mv: 0.0300
  power_switching_mw: 0.0246
  swShare_pct: 18.9
  powerDensity_mw_per_mm2: 23.8
  power_mw: 0.130
  p_leak_nw: 1.83
layout:
  fill_cells: 1779
  areaGrowthSynthToFinish_pct: 6.76
  final_core_util_pct: 32.9
  design_area_mm2: 0.00547
  drive_gt1_share_pct: 8.64
timing:
  finalHoldViolCount: 0
  fmax_mhz: 123
  setup_viol: 0
  fin_crit_ps: 8120
  period_used_pct: 34.3
  rsz0062_at_grt: "no"
  worst_slew_pin_slew_ps: 826
  tns_ps: 0
  slew_viol_final: 0
  maxSlewHeadroom_pct: 44.9
  finalClockSkew_ps: 3.91
routing:
  drt_iter0_drc: 332
  vias: 4954
  post_drt_wl_per_cell_um: 15.4
  wirelength_um: 13500
  drc: 0
  antennaDiodeCount: 0
  vias_per_cell: 5.63
  drt_pass1_iterations: 5
  ant_nets: 0
placed_design:
  place_congestion: 0.920
  io_buffers: 8
  dp_hpwl_um: 10600
  post_dp_cell_area_mm2: 0.00534
run:
  max_cap_viol_count: 0
  warning_count: 26
==> per-stage QoR <==
step	hold WS, ps	cells	worst slack, ps
after floorplan	429	678	17090
after global placement	460	873	15850
after detailed placement	466	873	15690
after CTS	481	880	15640
after global routing	512	880	15000
final	475	880	15580
==> layout make-up <==
class,instances,area [um^2],share of cell area [%]
multi-input cells,589,4110,75.1
well taps,220,275,5.03
clock inverters,1,5.00,0.0915
repair buffers,12,110,2.01
flip-flops and latches,40,801,14.6
inverters,12,45.0,0.823
clock buffers,6,129,2.36
==> registers in the layout, indices dropped and copies added, names as in the netlist <==
name	flops
counter	32
seconds	8
==> layer usage <==
metal	up-vias	wire length [um]
met2	119	5930
met4	0	139
met1	2305	6910
met5	-	0
met3	11	559
li1	2519	-
==> path summary, 6_finish.rpt <==
path           endpoint  slack [ps]  cells past startpoint
min reg2reg  counter[0]         480                      1
min          counter[0]         480                      1
max reg2reg  seconds[4]       15580                     26
max          seconds[4]       15580                     26
==> critical path, delay by kind of cell, from the launching register on <==
| kind | cells | cell delay [ps] |
|---|---|---|
| fa+ha+maj | 1 | 250 |
| compound gates | 11 | 3710 |
| flops | 1 | 410 |
| simple gates | 10 | 2710 |
| xor+xnor | 1 | 140 |
| mux | 3 | 750 |
==> power groups by stage <==
| stage | clock network, mW | registers (mW) | logic (mW) |
|---|---|---|---|
| 6_report | 0.0628 | 0.0673 | 0.00000144 |
| 5_1_grt | 0.0670 | 0.0672 | 0.00000144 |
| 4_1_cts | 0.0648 | 0.0672 | 0.00000144 |
==> cell families (layout without fill, tap and decap cells) <==
logic type	count (synthesis)	in the layout
mux	6	6
fa+ha+maj	4	4
flops	40	40
compound gates	195	195
buf+inv	49	31
simple gates	291	291
xor+xnor	93	93
==> cells in the final DEF (no fill, tap or decap), types with 5 or more instances in the layout <==
master | synthesis | final
nor2b_1 | 6 | 6
inv_1 | 10 | 10
o21a_1 | 6 | 6
o31ai_1 | 8 | 8
a311o_1 | 5 | 5
xnor2_1 | 63 | 63
o211ai_1 | 8 | 8
nor4_1 | 10 | 9
a31oi_1 | 17 | 17
a211o_1 | 7 | 7
nor3_1 | 23 | 23
nand3_1 | 37 | 37
or3_1 | 12 | 12
and3_1 | 18 | 18
o21ai_1 | 6 | 6
a21oi_1 | 32 | 32
o21ai_0 | 20 | 20
a21o_1 | 9 | 9
nand2_1 | 54 | 54
nand4_1 | 17 | 17
clkdlybuf4s50_1 | 0 | 8
nand2b_1 | 10 | 10
nor2_1 | 54 | 54
dfxtp_1 | 40 | 40
xor2_1 | 30 | 30
and2_1 | 12 | 12
nor3b_1 | 6 | 6
clkbuf_16 | 0 | 5
Power and IR drop assume default switching activity.
