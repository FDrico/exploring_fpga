**/design/flow/run.sh**
```bash
#!/bin/bash
# OpenROAD 26Q1-2900-gdf79404cd8, Yosys 0.63+post, stock flow scripts
make -C /OpenROAD-flow-scripts/flow DESIGN_CONFIG=/design/flow/config.mk WORK_HOME=/design/flow/orfs finish
```
**/design/flow/config.mk**
```make
export PLATFORM = sky130hd
export DESIGN_NAME = seven_segm_displ
export DESIGN_NICKNAME = seven_segm_displ
export VERILOG_FILES = /design/flow/design.v
export SDC_FILE = /design/flow/constraint.sdc
export NUM_CORES = 4
export LEC_CHECK = 1
export CORE_AREA = 10 10 70 70
export DIE_AREA = 0 0 80 80
```
**/design/flow/constraint.sdc**
```tcl
current_design seven_segm_displ

set clk_period 1.4
set clk_io_pct 0.2

create_clock -name clk0 -period $clk_period [get_ports {clk}]

set non_clock_inputs [all_inputs -no_clocks]
set_input_delay [expr $clk_period * $clk_io_pct] -clock clk0 $non_clock_inputs
set_output_delay [expr $clk_period * $clk_io_pct] -clock clk0 [all_outputs]
```
**/design/flow/design.v**
```verilog
`timescale 1ns / 1ps
module seven_segm_displ(
    input clk,
    input [3:0] switch_indicator,
    output reg [6:0] ssd_leds
    );
    initial ssd_leds = 7'b0;
    always @(posedge clk)
        begin
            case (switch_indicator)  
              0: ssd_leds <= 7'b1111110;
              1: ssd_leds <= 7'b0110000;
              2: ssd_leds <= 7'b1101101;
              3: ssd_leds <= 7'b1111001;
              4: ssd_leds <= 7'b0110011;
              5: ssd_leds <= 7'b1011011;
              6: ssd_leds <= 7'b1011111;
              7: ssd_leds <= 7'b1110000;
              8: ssd_leds <= 7'b1111111;
              9: ssd_leds <= 7'b1110011;
              10: ssd_leds <= 7'b1110111;
              11: ssd_leds <= 7'b0011111;
              12: ssd_leds <= 7'b1001110;
              13: ssd_leds <= 7'b0111101;
              14: ssd_leds <= 7'b1001111;
              15: ssd_leds <= 7'b1000111;
            endcase
         end
endmodule
```
==> results.txt <==
run metrics: biggest regs=ssd_leds: 7 flops, largest net degree at the start of global routing=13, vias in the first global route=341, crit path buf inv count=2, Hold Path Stages=2, Setup TNS=0 ns, CP peak stage delay=0.49 ns, initial antenna violation count=0, gr ovfl total=0, Hold Path Origin=switch_indicator[2], number of enable flip-flop cells=0, top cells by count, synth=dfxtp_1, ha_1, inv_1, Yosys chip area=412 um2, max reg flops=7, Layout area overhead=63.5%, register area=140 um2, status=complete, no violations, total CTS buffers=3, final hold vios=0, synth top area cells=dfxtp_1, ha_1, a21oi_1, Filler cells=377, CTS Hold Bufs=0, CTS tree=done, Post-synth top flop=dfxtp_1, antenna-violating nets left=0, worst slew pin tran=0.226 ns, Post-Route WL=895 um, final period utilization=98.9%, worst min path class=in -> reg, PD cells=788 mW/mm2, Die ar.=0.00640 mm2, Detailed Route Iter0 Violations=6, synthesized area per cell=8.95 um2, RSZ-0062 raised after global routing=true, crit path capture type=flop, highest clock rate=0.722 GHz, asr flop ratio synth=0%, 1st-pass router iterations=4, Die Wd=80 um, total of max-cap violations=0, CTS clk-pin slew, worst paths=0.05 ns, tool warnings=32, post-synthesis cell area=412 um2, crit-path cells=clkdlybuf4s50_1, inv_2, ha_1, mux2i_1, mux2_4, flops & latches, synth=7, GP Congestion=0.760, clk sinks=7, CTS H-tree depth=1, Chip Height=80 um, synth warn=1, layout cells sized above 1=29.4%, delay-heaviest family, CP=buffers and inverters, Synth top area share=34.0%, fp util=12.1%, wire length per cell=7.85 um, Bufs on Longest Clock Path=2, startpoint types=primary input, distinct lib cells=18, Core ar.=0.00342 mm2, DR vias/cell=3.14, ys cells=46, MI comb area=249 um2, Place WS=-0.211 ns, sequential-to-total area share from yosys stat=34.0%, data arrival time of the worst path=1.52 ns, static leakage=0.284 nW, n_diodes=0, IO Port Bufs=11, register with the highest flop count=ssd_leds, area leader, netlist=dfxtp_1, CP max-delay cell=clkdlybuf4s50_1, # rows=21, DRC=0, first-pass GRT wire length=1.50 mm, crit path max fanout=4, dpl hpwl=734 um, vias after detailed routing=358, Worst Hold End=ssd_leds[5]$_DFF_P_, clk root buf=clkbuf_4, Post-Syn Instances=46, Setup Viol. Count Final=0, total design power=0.530 mW, Slew headroom=84.9%, Total GRT Usage=2.76%, Max VDD drop=181 uV, Final Max Slew Viols=0, minimum clock period=1.38 ns, post-route setup slack=0.0153 ns, Data required, critical path=1.53 ns, kind of critical path=in -> reg, I/O Pins=12
cell usage in the layout (no fill, tap or decap), types with 2 or more instances in the layout:
| cell type | n |
|---|---|
| nor2b_1 | 2 |
| buf_4 | 9 |
| o21ai_1 | 3 |
| inv_2 | 2 |
| a21oi_1 | 4 |
| clkbuf_4 | 3 |
| clkdlybuf4s50_1 | 11 |
| nand2_1 | 2 |
| dfxtp_1 | 7 |
| inv_1 | 4 |
| ha_1 | 6 |
| nor3_1 | 3 |
cell type report:
class	instances	share of cell area, %
multi-input cells	31	37.0
well taps	46	8.55
clock buffers	4	3.90
repair buffers	20	26.4
flip-flops and latches	7	20.8
inverters	6	3.35
worst max path at each step:
stage                  startpoint             endpoint  cells past startpoint
finish        switch_indicator[0]  ssd_leds[5]$_DFF_P_                      5
global route  switch_indicator[1]  ssd_leds[3]$_DFF_P_                      7
CTS           switch_indicator[0]  ssd_leds[5]$_DFF_P_                      5
stage by stage:
stage / instances / instance area [um2] / hold slack (ns) / utilization, %
after detailed placement: 110 / 631 / 0.957 / 18.5
after floorplan: 46 / 412 / 0.434 / -
after CTS: 114 / 657 / 0.798 / 19.2
after global placement: 110 / 631 / 0.954 / 18.5
after global routing: 114 / 673 / 0.842 / 19.7
final: 114 / 673 / 0.818 / 19.7
what timing repair did:
action,in CTS,in global routing
endpoints found under the setup margin,0,5
setup buffers,0,0
resized,0,7
endpoints found under the hold margin,0,0
where the power goes:
group / internal (mW) / switching (mW) / leakage (nW)
Combinational: 0.0838 / 0.0510 / 0.210
Sequential: 0.218 / 0.00420 / 0.0587
Clock: 0.108 / 0.0649 / 0.0150
cell families after synthesis:
| family | count (synthesis) | share of synthesized area, % |
|---|---|---|
| AND-OR/OR-AND | 11 | 15.5 |
| adder cells (fa/ha/maj) | 7 | 21.3 |
| buffers and inverters | 8 | 9.42 |
| flip-flops | 7 | 34.0 |
| multiplexers | 2 | 6.08 |
| AND/OR/NAND/NOR | 11 | 13.7 |
layer usage:
| layer | track usage (%) | wire length (um) | vias up |
|---|---|---|---|
| li1 | - | - | 196 |
| met1 | 3.74 | 435 | 153 |
| met2 | 3.85 | 353 | 9 |
| met3 | 1.25 | 105 | 0 |
| met4 | 0.704 | 0 | 0 |
| met5 | 0 | 0 | - |
Power and IR drop assume default switching activity.
